File: flow/run.sh
#!/bin/bash
# OpenROAD 26Q1-2900-gdf79404cd8, Yosys 0.63+post, stock flow scripts
make -C /OpenROAD-flow-scripts/flow DESIGN_CONFIG=/design/flow/config.mk WORK_HOME=/design/flow/orfs finish
File: flow/config.mk
export PLATFORM = sky130hd
export DESIGN_NAME = open
export DESIGN_NICKNAME = open
export VERILOG_FILES = /design/flow/design.v
export SDC_FILE = /design/flow/constraint.sdc
export NUM_CORES = 4
export LEC_CHECK = 1
export CORE_AREA = 10 10 70 70
export DIE_AREA = 0 0 80 80
File: flow/constraint.sdc
current_design open

set clk_period 1.6
set clk_io_pct 0.2

create_clock -name clk0 -period $clk_period [get_ports {clk5}]

set non_clock_inputs [all_inputs -no_clocks]
set_input_delay [expr $clk_period * $clk_io_pct] -clock clk0 $non_clock_inputs
set_output_delay [expr $clk_period * $clk_io_pct] -clock clk0 [all_outputs]
File: flow/design.v
`timescale 1ns / 1ps
module open(
    input [4:0] keycode,
    input [2:0] whichState,
    input clk5,
    input reset,
    output open
    );
         reg compareEdge;
         reg compareOld;
         reg [2:0] count;
         reg [4:0] muxOut;
         wire compare;
         wire select;
         wire [2:0] nextcount;
         wire clear;
         assign clear = (keycode== 5'b11100);     
         always @(whichState)
         begin
            case(whichState)
                3'b001: muxOut <= 5'b10001;  
                3'b010: muxOut <= 5'b10010;  
                3'b011: muxOut <= 5'b11001;  
                3'b100: muxOut <= 5'b10110;  
                default: muxOut <= 5'b00000;
            endcase
         end 
     assign compare = (keycode==muxOut);     
     always @(posedge clk5)                       
     begin 
         compareOld <= compare;
     end
    assign select = (compare && !compareOld);                      
    assign nextcount = (open?3'b000:(select?count+1'b1:count));    
    always @ (posedge clk5 or posedge reset)
        begin
            if(reset) count <= 3'b000;
            else if(clear) count <= 3'b000;
            else count <= nextcount;
        end
     assign open = (count==3'b100);              
endmodule
==> results.cfg <==
; synthesis and place-and-route metrics
[run_status]
status = finished clean

[synth]
ys_seq_frac = 0.266
edf_count = 0
synthCells = 39
yosys.area.top_type = dfrtp_1
synth_cell_types = 24
top_cells_by_area = dfrtp_1 (21%), mux2i_1 (8.4%), nor4b_2 (8.4%)
yosys-stat-cells = 39
synth.avg_cell_area_um2 = 9.18
ys_ff = 4
async_flop_share = 0.750
synth_warnings = 1
ys_area_um2 = 358
syn_area_um2 = 358
top_cells_by_count = nand2_1 (5), inv_1 (4), dfrtp_1 (3), mux2i_1 (3)
top_area_frac = 0.210
synth_top_cell_by_count = nand2_1
yosys_most_used_dff = dfrtp_1

[routing]
viasPerCell = 3.48
wl_per_cell_um = 8.78
drc = 0
num_vias = 393
antenna_cells = 0
dr.pass1.iters = 2
drtAntennaViolNets = 0
wirelength_um = 992
drt_iter0_markers = 16

[sta]
slew_viol_final = 0
final-hold-violation-count = 0
fin_crit_ns = 1.54
tightest_slew_ns = 0.300
rsz0062_at_grt = false
max_freq_mhz = 651
finalClockPeriodUsage = 0.960
setup_violations = 0
max_slew_margin = 0.800
finClkSkew_ns = 0.00469

[grt]
grt_pass1_wl_um = 1720
antenna_found_initial = 0
grt_pass1_vias = 386
grt_max_degree = 8
grt_overflow = 0
grt_util_all_layers = 0.0327

[critical_path]
worst-path-max-fanout = 2
rrSetupSlack_ns = 0.35
path_cells = inv_2 -> ha_1 -> and2_4 -> dlygate4sd2_1
cpPeakStageDelay_ns = 0.35
required_ns = 1.28
rr_endpoint = count[1]$_DFFE_PP0P_
critPathKind = flip-flop to output port
cp.buffers_inverters = 2
critPathSlowestCell = dfrtp_1
worstSetupEndpointType = output port
crit_arrival_ns = 1.22
cp_top_family = flip-flops
start_kind = flip-flop
r2r_cells = 7
r2r-start = count[0]$_DFFE_PP0P_

[clock_network]
cts-buffers-inserted = 3
clk_pin_slew_worst_paths_ns = 0.04
clock_latency_ns = 0.24
clk_path_buf_depth = 2
root_buffer = clkbuf_4
cts_sinks = 4
cts_max_level = 1
cts_tree = done
cts_hold_buffers = 0

[die]
placementRows = 21
fp.dieW_um = 80
chip_area_mm2 = 0.00640
fp_util = 0.105
coreArea_mm2 = 0.00342
dieHeight_um = 80
io_pins = 11

[job]
maxCapViolations = 0
warnings = 26

[place]
portBuffers = 10
gp_congestion = 0.784
place_hpwl_um = 746
placedCellCount = 103

[pwr]
p_int_uw = 339
p_leak_uw = 0.000311
switchingPower_uw = 150
peakVddDrop_v = 0.000363
power_frac_seq = 0.276
power_uw = 489
p_comb_frac = 0.437
p_per_area_mw_per_mm2 = 721
switching_share = 0.306
clockPowerShare = 0.287

[cells_and_area]
syn_to_final_growth_pct = 89.5
logic_area_um2 = 287
drive_gt1_frac = 0.493
register_area_um2 = 95.1
final_cells = 113
nFillCells = 381

[worst_hold_path]
hold_class = input port to async pin
==> cells in the final DEF (no fill, tap or decap), types with 3 or more instances in the layout <==
cell	instances
buf_4	14
clkbuf_4	3
dfrtp_1	3
inv_1	3
dlygate4sd2_1	3
nand2_1	5
mux2i_1	3
==> timing repair <==
action	4_1_cts	5_1_grt
cloned	0	0
setup endpoints to repair	4	4
setup buffers	3	3
resized	16	8
pin swaps	4	5
==> kinds of logic (layout without fill, tap and decap cells) <==
family | Yosys count | count (layout) | share of synthesized area
AOI/OAI and AO/OA | 5 | 5 | 0.129
xor gates and xnor gates | 2 | 2 | 0.0490
adders and majority gates | 2 | 2 | 0.0699
buffers and inverters | 4 | 32 | 0.0419
DFF | 4 | 4 | 0.266
muxes | 3 | 3 | 0.0839
and+or+nand+nor | 19 | 19 | 0.360
==> worst reg2reg max path: stages (launching register included) <==
cell	delay (ns)
dfrtp_1	0.35
inv_2	0.05
ha_1	0.18
and2_4	0.16
a21oi_1	0.11
buf_4	0.15
nand2_1	0.05
mux2i_1	0.12
==> how the worst max path moves through the flow <==
stage,startpoint,endpoint,slack (ns),cells past startpoint
after CTS,keycode[1],count[2]$_DFFE_PP0P_,0.002,6
after global routing,keycode[0],count[0]$_DFFE_PP0P_,0.00008,5
final,count[0]$_DFFE_PP0P_,open,0.06,4
==> power groups by stage <==
stage	sequential, µW	combinational, µW	clock (µW)
finish	135	213	140
CTS	136	187	148
global route	137	242	159
==> stage by stage <==
stage               utilization  instance area, µm²  hold slack, ns  setup TNS (ns)  worst slack, ns
detailed placement        0.168                 576           0.470           -1.58           -0.465
CTS                       0.190                 649           0.251               0          0.00181
global placement          0.168                 576           0.464           -1.42           -0.420
floorplan                     -                 358          0.0736               0            0.151
global route              0.199                 678           0.271               0        0.0000846
finish                    0.199                 678           0.253               0           0.0645
==> layer usage <==
layer	up-vias	GRT usage	part of all wire
li1	198	-	-
met1	185	0.0400	0.45
met2	10	0.0482	0.44
met3	0	0.0216	0.11
met4	0	0.00352	0
met5	-	0	0
==> sequential cells by signal, summed over array words and instances (netlist names) <==
register	count
compareOld	1
count	3
==> area by class of cell <==
cell class              instances  area share
clock buffers                   4      0.0387
inverters                       4      0.0221
multi-input cells              31       0.423
flip-flops and latches          4       0.140
well taps                      46      0.0849
repair buffers                 24       0.292
No activity file was given, so power comes from the tool's default toggle rates.
