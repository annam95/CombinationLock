===== run.sh =====
#!/bin/bash
# OpenROAD 26Q1-2900-gdf79404cd8, Yosys 0.63+post, stock flow scripts
make -C /OpenROAD-flow-scripts/flow DESIGN_CONFIG=/design/flow/config.mk WORK_HOME=/design/flow/orfs finish

===== config.mk =====
export PLATFORM = sky130hd
export DESIGN_NAME = stateMachine
export DESIGN_NICKNAME = stateMachine
export VERILOG_FILES = /design/flow/design.v
export SDC_FILE = /design/flow/constraint.sdc
export NUM_CORES = 4
export LEC_CHECK = 1
export CORE_AREA = 10 10 70 70
export DIE_AREA = 0 0 80 80

===== constraint.sdc =====
current_design stateMachine

set clk_period 2.1
set clk_io_pct 0.2

create_clock -name clk0 -period $clk_period [get_ports {clk5}]

set non_clock_inputs [all_inputs -no_clocks]
set_input_delay [expr $clk_period * $clk_io_pct] -clock clk0 $non_clock_inputs
set_output_delay [expr $clk_period * $clk_io_pct] -clock clk0 [all_outputs]

===== design.v =====
`timescale 1ns / 1ps
module stateMachine(
    input [4:0] keycode,
    input newkey,
    input open,
    input timeUp,
    input clk5,
    input reset,
    output [2:0] whichState,
    output reg [5:0] led
    );
        localparam IDLE = 3'b000;
        localparam FIRST_KEY = 3'b001;
        localparam SECOND_KEY = 3'b010;
        localparam THIRD_KEY = 3'b011;
        localparam FOURTH_KEY = 3'b100;
        localparam CORRECT_CODE = 3'b101;
        localparam WRONG_CODE = 3'b110;
        localparam WAIT =3'b111;
        localparam CLEAR = 5'b11100;
        reg [2:0]currentState;
        reg [2:0]nextState;
        assign whichState = currentState;
        always @ (posedge clk5 or posedge reset)     
        begin
            if (reset)
                currentState <= IDLE;
            else
                currentState <= nextState;
        end
        always @ (currentState,keycode,newkey,timeUp,open)
        begin
            nextState = currentState;           
            if (keycode == CLEAR)               
             begin   nextState = IDLE;
                led[5:0] = 6'b000000;
                end
            else
            begin
            case(currentState)
                IDLE:                           
                begin
                    led[5:0] = 6'b000000;
                    if(newkey)
                        nextState = FIRST_KEY;
                end
                FIRST_KEY:
                begin
                    led[5:0] = 6'b000001;
                    if(newkey)
                        nextState = SECOND_KEY;
                end
                SECOND_KEY:
                begin
                    led[5:0] = 6'b000011;        
                    if(newkey)
                        nextState = THIRD_KEY;
                end
                THIRD_KEY:
                begin
                    led[5:0] = 6'b000111;
                    if(newkey)
                        nextState = FOURTH_KEY;
                end
                FOURTH_KEY:                     
                begin
                    led[5:0] = 6'b001111;
                    nextState = WAIT;
                end
                WAIT:                           
                begin
                    led[5:0] = 6'b001111;
                    if (open)    
                        nextState = CORRECT_CODE;
                    else
                        nextState = WRONG_CODE;
                end
                CORRECT_CODE:                  
                begin
                    led[5:0] = 6'b010000;
                    if (timeUp)
                    nextState = IDLE;
                end
                WRONG_CODE:                    
                begin
                    led[5:0] = 6'b100000;
                    if(timeUp)
                    nextState = IDLE;
                end
                default: 
                begin
                    nextState = IDLE;
                    led[5:0] = 6'b000000;
                 end
            endcase
            end
        end
endmodule

==> job_summary.md <==
### Metrics collected by this job

| Metric | Value |
|---|---|
| Area leader share | `0.243` |
| Vias in the first global route | `roughly 340` |
| Syn Std Cell Area | `just over 300 sq um` |
| Global-route wire length before repair | `roughly 1600 um` |
| Worst relative slew slack | `0.798` |
| Count of instantiated cells in the yosys netlist | `37` |
| Pin count of the biggest net entering global routing | `9` |
| Worst Reg-to-Reg Cells | `4` |
| Total die area | `6400 sq um` |
| Largest registers | `currentState (3)` |
| Grt total ovfl | `0` |
| Area added between synthesis and finish | `95.5%` |
| Biggest area consumer among synthesized cells | `sky130_fd_sc_hd__dfrtp_1` |
| Detailed Route WL | `approximately 1000 um` |
| Power per cell area | `between 1000 and 1500 nW/um^2` |
| Met3 Track Usage GR | `0.0205` |
| Most common cell after layout, fill and taps aside | `sky130_fd_sc_hd__clkdlybuf4s50_1` |
| Core footprint | `~3400 sq um` |
| Most flops, register | `currentState` |
| Floorplan die height | `80 um` |
| Vias | `350` |
| Area contributors post-synth | `sky130_fd_sc_hd__dfrtp_1, sky130_fd_sc_hd__a211oi_1, sky130_fd_sc_hd__nor4bb_1, sky130_fd_sc_hd__xor2_1, sky130_fd_sc_hd__nor2_1` |
| Top fanout value on the critical path | `6` |
| Reported max-cap violation count | `0` |
| Lkg Pwr | `about 0.26 nW` |
| Number of unique standard cell types used by synthesis | `24` |
| Drt initial violations | `20` |
| Total Routing Usage GR | `0.0305` |
| CTS Buffer Depth | `2` |
| Part of the total power dissipated in sequential elements | `0.210` |
| Number of sinks driven by the clock tree | `3` |
| Synthesized instance count | `37` |
| Top Usage Layer GRT | `met2` |
| Clock slew at reported path FFs | `0.04 ns` |
| Path type of the worst min-delay path | `input port to asynchronous set/reset pin` |
| Detailed-routing iteration count for the pre-antenna-repair pass | `2` |
| Number of H-tree levels | `1` |
| Core utilization at floorplan | `0.0905` |
| Final number of setup-violating endpoints | `0` |
| Insertion delay to the later sink of the worst-skew pair | `between 0.2 and 0.25 ns` |
| Avg Inst Size Synth | `8.35 sq um` |
| Number of antenna violations at the first check in global routing | `0` |
| Row count | `21` |
| Flip-flop count of the largest register after layout | `3` |
| # fillers | `approximately 390` |
| Slew @ Worst Pin | `~0.3 ns` |
| Post-layout util | `0.177` |
| RSZ-0062 raised after global routing | `false` |
| Part of the cycle the worst path needs | `0.962` |
| Number of placed I/O pins | `19` |
| Inserted Diodes | `0` |
| Logic pwr share | `0.654` |
| Synth Warn # | `1` |
| Slew Viols, Final | `0` |
| Critical Path Start Type | `input port` |
| Antenna Violating Nets Remaining | `0` |
| WP data required | `1.68 ns` |
| Global-route met2 utilization | `0.0417` |
| Share of layout cells above drive strength 1 | `0.242` |
| Sequential cell area fraction in the yosys report | `0.243` |
| Count of endpoints failing hold in the final timing report | `0` |
| Worst setup skew after layout | `just over 0.00006 ns` |
| Critical path data arrival time | `around 1.6 ns` |
| Switching power total | `between 0.0002 and 0.0003 W` |
| Routed length per placed instance | `just under 10 um` |
| Total cell area reported by yosys after synthesis | `between 300 and 400 sq um` |
| Clock power frac | `0.137` |
| Kind of critical path | `input port to output pin` |
| Achievable Freq | `495 MHz` |
| TritonCTS Buffers | `3` |
| Switching Fraction | `0.358` |
| Horiz. Die Dim | `80 um` |
| Number of register bits inferred by synthesis | `3` |
| HPWL reported at the end of detailed placement | `880 um` |
| Met1 layer usage reported by global route | `0.0384` |
| Most frequent cells in the layout | `sky130_fd_sc_hd__clkdlybuf4s50_1, sky130_fd_sc_hd__buf_4, sky130_fd_sc_hd__nor2_1, sky130_fd_sc_hd__clkbuf_4, sky130_fd_sc_hd__dfrtp_1` |
| Clock Root Buffer | `sky130_fd_sc_hd__clkbuf_4` |
| RD Place Congestion | `between 0.7 and 0.8` |
| Internal | `0.000467 W` |
| Run status | `complete, no violations` |
| Smallest hold slack | `between 0.3 and 0.4 ns` |
| Peak supply drop | `312 uV` |
| Post-DR vias/cell | `between 3 and 4` |
| Post-route DRC | `0` |
| Port Buf Inserts | `18` |
| Post-CTS Setup Inserts | `0` |
| Total chip power | `just over 0.0007 W` |
| Number of warnings in the stage logs | `25` |
| Crit path capture type | `output pin` |
| Minimum clock period | `2.02 ns` |
| CTS tree | `built` |
==> power groups by stage <==
stage	registers, W	logic, W	clock network, W
after CTS	0.000149	0.000469	0.000106
after global routing	0.000161	0.000538	0.000113
final	0.000153	0.000476	0.0000994
==> layer usage <==
metal,vias up,wire length (um)
met3,0,124
met4,0,0
met1,151,453
met2,15,464
met5,-,0
li1,184,-
==> repair_timing <==
action | CTS | global route
gates resized | 7 | 10
hold endpoints to repair | 0 | 0
hold buffers | 0 | 0
endpoints found under the setup margin | 6 | 4
pin swaps | 0 | 3
==> cells by family after synthesis <==
logic type | synth area share
xor+xnor | 0.0850
flops | 0.243
compound gates | 0.190
buf+inv | 0.0890
simple gates | 0.360
mux | 0.0324
==> path summary, 6_finish.rpt <==
path	start	endpoint	slack, ns
min in group clk0	currentState[2]	currentState[2]	0.76
setup reg to reg	currentState[0]	currentState[1]	0.75
max in group asynchronous	reset	currentState[2]	1.61
hold reg to reg	currentState[2]	currentState[2]	0.76
setup / recovery	keycode[0]	led[4]	0.08
hold / removal	reset	currentState[0]	0.37
==> synthesized netlist by cell type <==
| cell | instances |
|---|---|
| sky130_fd_sc_hd__nor2b_4 | 1 |
| sky130_fd_sc_hd__nand4b_1 | 1 |
| sky130_fd_sc_hd__and2b_1 | 1 |
| sky130_fd_sc_hd__nand2_1 | 2 |
| sky130_fd_sc_hd__o21ai_0 | 2 |
| sky130_fd_sc_hd__and3b_1 | 1 |
| sky130_fd_sc_hd__nor3_1 | 2 |
| sky130_fd_sc_hd__xor2_1 | 2 |
| sky130_fd_sc_hd__a211oi_1 | 3 |
| sky130_fd_sc_hd__inv_1 | 1 |
| sky130_fd_sc_hd__buf_4 | 1 |
| sky130_fd_sc_hd__nor3b_1 | 1 |
| sky130_fd_sc_hd__nor4bb_1 | 2 |
| sky130_fd_sc_hd__xnor2_1 | 1 |
| sky130_fd_sc_hd__nor2_1 | 4 |
| sky130_fd_sc_hd__a21o_1 | 1 |
| sky130_fd_sc_hd__a21oi_1 | 1 |
| sky130_fd_sc_hd__mux2i_1 | 1 |
| sky130_fd_sc_hd__o211ai_1 | 1 |
| sky130_fd_sc_hd__buf_6 | 1 |
| sky130_fd_sc_hd__dfrtp_1 | 3 |
| sky130_fd_sc_hd__nand2b_1 | 2 |
| sky130_fd_sc_hd__buf_2 | 1 |
| sky130_fd_sc_hd__a31oi_1 | 1 |
==> through the flow <==
step	setup WS, ns	instance area (sq um)	std cells	setup TNS, ns
floorplan	0.716	309	37	0
global placement	-0.261	568	104	-1.22
detailed placement	-0.257	568	104	-1.21
CTS	0.0301	592	108	0
global route	0.00457	604	108	0
finish	0.0807	604	108	0
==> area by class of cell <==
type / count / area [sq um] / share of cell area
Multi-Input combinational cell: 30 / 223 / 0.369
Timing Repair Buffer: 24 / 219 / 0.362
Sequential cell: 3 / 75.1 / 0.124
Tap cell: 46 / 57.6 / 0.0952
Clock buffer: 4 / 26.3 / 0.0435
Inverter: 1 / 3.75 / 0.00621
==> critical path, stage by stage <==
cell and delay [ns]:
sky130_fd_sc_hd__clkdlybuf4s50_1 0.45, sky130_fd_sc_hd__nand4b_1 0.10, sky130_fd_sc_hd__nor2_1 0.05, sky130_fd_sc_hd__buf_4 0.15
sky130_fd_sc_hd__nor4bb_1 0.28, sky130_fd_sc_hd__clkbuf_2 0.15
Power is estimated from default activity; no workload was simulated.
