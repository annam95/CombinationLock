<file path="./run.sh">
#!/bin/bash
# OpenROAD 26Q1-2900-gdf79404cd8, Yosys 0.63+post, stock flow scripts
make -C /OpenROAD-flow-scripts/flow DESIGN_CONFIG=/design/flow/config.mk WORK_HOME=/design/flow/orfs finish
</file>
<file path="./config.mk">
export PLATFORM = sky130hd
export DESIGN_NAME = timeCounter
export DESIGN_NICKNAME = timeCounter
export VERILOG_FILES = /design/flow/design.v
export SDC_FILE = /design/flow/constraint.sdc
export NUM_CORES = 4
export LEC_CHECK = 1
export CORE_AREA = 10 10 114 114
export DIE_AREA = 0 0 124 124
</file>
<file path="./constraint.sdc">
current_design timeCounter

set clk_period 4.9
set clk_io_pct 0.2

create_clock -name clk0 -period $clk_period [get_ports {clk5}]

set non_clock_inputs [all_inputs -no_clocks]
set_input_delay [expr $clk_period * $clk_io_pct] -clock clk0 $non_clock_inputs
set_output_delay [expr $clk_period * $clk_io_pct] -clock clk0 [all_outputs]
</file>
<file path="./design.v">
`timescale 1ns / 1ps
module timeCounter(
    input clk5,
    input reset,
    input [2:0] whichState,
    output timeUp
    );
        localparam CORRECT_CODE = 3'b101;     
        localparam WRONG_CODE = 3'b110;       
        reg [22:0]count;
        wire [22:0]nextCount;
        always @(posedge clk5 or posedge reset)
        begin 
            if(reset)
                count = 1'b0;
            else
                count = nextCount;
        end
        assign nextCount = ((whichState == CORRECT_CODE) || (whichState == WRONG_CODE)) ? count + 1'b1 : 1'b0;     
        assign timeUp = (count == 23'd4999999);                                   
endmodule
</file>
==> Changelog: implementation <==
### Implementation results

* Setup TNS at 0 ns
* Bufs and invs on worst path at 1
* Ys async rst share at 100%
* Register share after synthesis at 46.5%
* DRC at 0
* Delay-heaviest family, CP: simple AND/OR/NAND/NOR gates
* Worst Path Required at 3.92 ns
* Via-per-instance ratio at 3.48
* Register bit total from synthesis at 23
* Std-Cell Rows at 37
* Fin. max-slew vios at 0
* Crit-path cells: or4b_2 -> nor4_1 -> clkdlybuf4s50_1
* N_diodes at 0
* Sw Ratio at 21.6%
* Ys Warns at 1
* First-pass GRT wire length at 4.31 mm
* IO buf count at 5
* Worst-Margin Slew at 0.323 ns
* Period utilisation layout at 64.9%
* Unrepaired setup endpoints after global routing: false
* Clock sinks at 23
* CP Max Fanout at 6
* Final setup vio count at 0
* WL final at 2.44 mm
* Reg clk slew, reported paths at 0.08 ns
* Peak supply drop at 0.000103 V
* Worst hold path type: reg -> reg
* Routability cong. at 0.814
* CTS H-tree lvls at 1
* Hold-fix buffers, CTS at 0
* Log Warnings at 25
* Die X-Extent at 124 µm
* Final ANT Viol Nets at 0
* CP Launch Type: flip-flop
* Number of global-route vias before repair at 897
* CP Class: reg -> out
* Post-CTS Setup Bufs at 0
* Relative slew slack at 78.3%
* Status: finished, final reports clean
* Synth unique cells at 31
* Synth mux share at 0%
* Synth Flop Type: dfrtp_1
* Worst clock skew at 0.00163 ns
* Leak pwr at 0.000505 µW
* Combinational share of power at 5.1%
* Max reg flops at 23
* Final Hold Fails at 0
* First-pass iteration count of the detailed router at 4
* WP depth at 3
* Yosys Instances at 131
* Root cell of the clock tree: clkbuf_8
* Worst hold stages at 1
* Largest stage delay on the critical path at 0.69 ns
* CTS tree: done
* PwrDens at 216 nW/µm²
* Max-capacitance violation count at 0
* Compound-Gate Fraction of Synth Area at 8.08%
* Mapped Cells at 131
* Drt wl/cell at 8.86 µm
* Die H at 124 µm
* Detailed router's first-iteration violation count at 78
* Fillcell total at 1162
* Largest net degree at the start of global routing at 24
* Chip area at 15400 µm²
* Post-CTS resize count at 0
* NetSw at 70.0 µW
* Synth Area per Inst at 9.46 µm²
* Adder Area Share at 1.01%
* Post-Syn Area at 1240 µm²
* Num CTS Buffers at 3
* Dpl ws at 2.01 ns
* Detailed placement HPWL at 1.80 mm
* Yosys Chip Area at 1240 µm²
* Area Growth Syn to Fin at 21.2%
* Share of cells above drive strength 1 at 10.1%
* P_int at 254 µW
* Number of enable flip-flop cells at 0
* GRT Overall Usage at 3.36%
* Synth Area in Simple Gates at 31.9%
* Clk buf depth at 2
* Detailed-route via count at 958
* Comb area leader: simple AND/OR/NAND/NOR gates
* Tmin final at 3.18 ns
* Antenna violations before repair at 0
* Grt ovf at 0
* Worst EP arrival at 2.20 ns
* Clk latency of the worst-skew pair at 0.26 ns
* CP Capture Type: primary output
* Clk network pwr share at 35.5%
* Worst R2R Path Depth at 5
* Boundary pin count at 6
* FMAX at 315 MHz
* Starting Density at 11.9%
* XOR/XNOR Area Share at 9.19%
* Core area at 10400 µm²
* Setup ws final at 1.72 ns
* Register share of total power at 59.4%
* CP max-delay cell: or4b_2
## metal layers
metal	share of wire, %	vias up	global-route usage (%)
met5	0	-	0
met4	0.57	0	0.288
met3	5.2	2	1.33
met2	41	20	4.67
met1	54	446	4.97
li1	-	490	-
## worst register-to-register path: stages (launching register included)
cell	delay, ns
dfrtp_1	0.43
ha_1	0.30
nand3_1	0.19
or2_1	0.34
or4_1	0.52
a21oi_1	0.15
## final cells by class
cell class	instances	area [µm²]	share of cell area (%)
clock buffers	3	41.3	2.75
repair buffers	7	65.1	4.33
flip-flops and latches	23	576	38.3
clock inverters	1	5.00	0.333
multi-input cells	99	622	41.4
well taps	136	170	11.3
inverters	6	22.5	1.50
## power by group through the flow
| stage | registers (µW) | clock network (µW) | logic [µW] |
|---|---|---|---|
| CTS | 192 | 122 | 17.2 |
| global route | 193 | 128 | 18.9 |
| finish | 192 | 115 | 16.5 |
## cell families (layout without fill, tap and decap cells)
group	Yosys count	after routing
buf+inv	9	17
flops	23	23
compound gates	17	17
simple gates	68	68
xor+xnor	13	13
fa+ha+maj	1	1
## per-stage QoR
stage          util (%)  instances  power [µW]  hold WS, ns  cell area [µm²]
3_3_place_gp       14.0        271         213        0.520             1460
5_1_grt            14.4        275         339        0.590             1500
4_1_cts            14.4        275         332        0.541             1500
6_report           14.4        275         324        0.542             1500
3_5_place_dp       14.0        271         213        0.528             1460
2_1_floorplan         -        131         205        0.492             1240
## layout by cell type, fill, tap and decap left out
cell             instances
and4_1                   1
o211ai_1                 1
or4_4                    1
o31ai_1                  5
xor2_1                   3
or4b_2                   1
ha_1                     1
or3_1                    1
clkdlybuf4s50_1          5
and4_2                   1
nand2_1                  7
inv_1                    6
nor3_1                   2
and3_1                   1
nand4_2                  2
a21oi_1                  8
o21ai_0                  3
nand3_1                  8
xnor2_1                 10
clkinv_2                 1
nand2b_1                 1
nand4_1                  6
buf_4                    2
nor4_1                   6
nor2_1                  15
clkbuf_8                 3
or3_2                    2
and2_1                   3
dfrtp_1                 23
or2_2                    1
or2_1                    2
or4_1                    6
nor2b_1                  1
## final timing paths
path / startpoint / endpoint / slack [ns]
max: count[6] / timeUp / 1.72
min: count[0] / count[0] / 0.54
max reg2reg: count[0] / count[20] / 2.89
min reg2reg: count[0] / count[0] / 0.54
max in group asynchronous: reset / count[6] / 3.60
min in group asynchronous: reset / count[20] / 1.07
## cells in the mapped netlist, types with 3 or more instances
cell	instances	share of area (%)
or4_1	6	3.6
nor4_1	6	3.0
xor2_1	3	2.1
nand3_1	8	3.2
o21ai_0	3	1.2
a21oi_1	8	3.2
xnor2_1	10	7.1
o31ai_1	5	3.0
inv_1	6	1.8
nand2_1	7	2.1
and2_1	3	1.5
dfrtp_1	23	46
nand4_1	6	3.0
nor2_1	15	4.5
No activity file was given, so power comes from the tool's default toggle rates.
